`./design.v`:
```
module fake_signal 
  (
   input USE_FAKE_SHWR,
   input USE_FAKE_MUON,
   input [31:0] MODE,
   input[23:0] ADC0_IN,
   input[23:0] ADC1_IN,
   input[23:0] ADC2_IN,
   input[23:0] ADC3_IN,
   input[23:0] ADC4_IN,
   input[31:0] EVENT_IN0,
   input[31:0] EVENT_IN1,
   input CLK,
   output reg[23:0] ADC0_OUT,
   output reg[23:0] ADC1_OUT,
   output reg[23:0] ADC2_OUT,
   output reg[23:0] ADC3_OUT,
   output reg[23:0] ADC4_OUT,
   output reg[31:0] EVENT_ADR
   );
   reg [11:0]       FAKE_SIGNALHG;
   reg [11:0]       FAKE_SIGNALLG;
   reg [23:0]       FAKE_SIGNAL;
   reg [23:0]       FAKE_SIGNAL_DLYD1;
   reg [23:0]       FAKE_SIGNAL_DLYD2;
   reg [23:0]       FAKE_SIGNAL_DLYD3;
   reg [32-1:0] SHWR_PULSE_DELAY;
   reg [32-1:0] MUON_PULSE_DELAY;
   reg [32-1:0] THIS_DELAY;
   reg [32-1:0] FAKE_DELAY;
   reg [11:0]            SHWR_PULSE;
   reg [11+10:0] SHWR_PULSE1;
   reg [11:0]            MUON_PULSE;
   reg [11:0]            PULSE;
   reg [7:0]             MUON_COUNT;
   reg                   LOOP;
   reg                   EXP_DECAY;
   reg [11:0]            MAX_SIGNAL;
   reg [11:0]            SIGNAL_BINS;
   reg [12:0]            LCL_EVENT_ADR;
   reg [23:0]            LCL_ADC0_OUT;
   reg [23:0]            LCL_ADC1_OUT;
   reg [23:0]            LCL_ADC2_OUT;
   reg [23:0]            LCL_ADC3_OUT;
   reg [23:0]            LCL_ADC4_OUT;
   reg [32-1:0] RANDOM_DONE;   
   reg [32-1:0] RANDOM;
   reg [4:0]              COUNT;   
   always @(posedge CLK)
     begin
        EXP_DECAY <= MODE[19];
        MAX_SIGNAL <= MODE >> 20;
        SIGNAL_BINS <= MAX_SIGNAL - 200;
        case (MODE[4:0])
          11,15,18,21,25,28,31: begin
             if (COUNT == MODE[4:0])
               begin
                  COUNT <= 0;
                  RANDOM_DONE <= RANDOM;
               end
             else begin
                case (MODE[4:0])
                  11: RANDOM <= {RANDOM[9:0], RANDOM[10]^RANDOM[8]};
                  15: RANDOM <= {RANDOM[13:0], RANDOM[14]^RANDOM[13]};
                  18: RANDOM <= {RANDOM[16:0], RANDOM[17]^RANDOM[10]};
                  21: RANDOM <= {RANDOM[19:0], RANDOM[20]^RANDOM[18]};
                  22: RANDOM <= {RANDOM[20:0], RANDOM[21]^RANDOM[20]};
                  23: RANDOM <= {RANDOM[21:0], RANDOM[22]^RANDOM[17]};
                  25: RANDOM <= {RANDOM[23:0], RANDOM[24]^RANDOM[21]};
                  28: RANDOM <= {RANDOM[26:0], RANDOM[27]^RANDOM[24]};
                  31: RANDOM <= {RANDOM[29:0], RANDOM[30]^RANDOM[27]};
                  default: RANDOM <= RANDOM;
                endcase
                COUNT <= COUNT+1;
             end
          end  
          0: begin   
             SHWR_PULSE_DELAY <= 0;
             MUON_PULSE_DELAY <= 0;
             THIS_DELAY <= 1000;
             SHWR_PULSE <= 0;
             MUON_PULSE <= 0;
             LOOP <= 0;
             MUON_COUNT <= 0;
             PULSE <= 0;
             RANDOM <= 13'hf;
             RANDOM_DONE <= 13'hf;
             COUNT <= 0;
             LCL_EVENT_ADR <= 0;
             EVENT_ADR <= 0;
          end
          1:  RANDOM_DONE <= 120 *10;       
          2:  RANDOM_DONE <= 120 *1000;     
          3:  RANDOM_DONE <= 120 *10000;    
          4:  RANDOM_DONE <= 120 *100000;   
          5:  RANDOM_DONE <= 120 *1000000;  
          7:  RANDOM_DONE <= 120 *100;      
          default: RANDOM_DONE <= 120 *5000000;   
        endcase
        if (USE_FAKE_SHWR) begin
           if (MODE[4:0] == 6)  begin  
              SHWR_PULSE <= (SHWR_PULSE+1) & 12'h7ff;
           end
           else if (MODE[4:0] != 0) begin
	      if (SHWR_PULSE_DELAY >= THIS_DELAY) 
                begin
                   SHWR_PULSE_DELAY <= 0;
                   THIS_DELAY <= RANDOM_DONE;
                   FAKE_DELAY <= RANDOM_DONE - 2048;
                   SHWR_PULSE <= SIGNAL_BINS;
                   SHWR_PULSE1 <= (SIGNAL_BINS << 7) +
                                  (SIGNAL_BINS << 2);
                end
              else
	        SHWR_PULSE_DELAY <= SHWR_PULSE_DELAY+1;
  	      if (SHWR_PULSE_DELAY < MODE[18:11]) begin
                 if (!EXP_DECAY)
                   begin
	              SHWR_PULSE <= SIGNAL_BINS;
                   end
                 else begin
                    SHWR_PULSE <= SHWR_PULSE -
                                  SHWR_PULSE1[11+10:10];
                    SHWR_PULSE1 <= (SHWR_PULSE << 7) +
                                   (SHWR_PULSE << 2);
                 end      
              end
	      else if (SHWR_PULSE_DELAY < THIS_DELAY)
	        SHWR_PULSE <= 0;
           end  
        end
        if (USE_FAKE_MUON) begin
           if (MUON_PULSE_DELAY == 0) begin
              if (MUON_COUNT < 117)
                MUON_COUNT <= MUON_COUNT+1;
              else begin
                 MUON_COUNT <= 0;
                 LOOP <= !LOOP;
              end
           end
           if (LOOP) begin
	      if (MUON_PULSE_DELAY >= (120 * 20000)) 
	        MUON_PULSE_DELAY <= 0;
              else
	        MUON_PULSE_DELAY <= MUON_PULSE_DELAY+1;
           end 
           else begin
	      if (MUON_PULSE_DELAY >= (120 * 10000)) 
	        MUON_PULSE_DELAY <= 0;
              else
	        MUON_PULSE_DELAY <= MUON_PULSE_DELAY+1;
           end
	   if (MUON_PULSE_DELAY < 4)
	     MUON_PULSE <= SIGNAL_BINS;
	   else
	     MUON_PULSE <= 0;
        end
        if (USE_FAKE_SHWR & USE_FAKE_MUON) 
          PULSE <= SHWR_PULSE + MUON_PULSE;
        else if (USE_FAKE_SHWR & !USE_FAKE_MUON)
          PULSE <= SHWR_PULSE;
        else if (!USE_FAKE_SHWR & USE_FAKE_MUON)
          PULSE <= MUON_PULSE;
        else
          PULSE <= 0;
        FAKE_SIGNALHG <= PULSE + 200;
	FAKE_SIGNALLG <= (PULSE >> 5) + 200;
	FAKE_SIGNAL <= (FAKE_SIGNALHG << 12) | FAKE_SIGNALLG;
	if (USE_FAKE_SHWR || USE_FAKE_MUON) begin
           if (MODE[4:0] == 7) begin
              LCL_EVENT_ADR <= (LCL_EVENT_ADR+4);
              EVENT_ADR[12:0] <= LCL_EVENT_ADR[12:0];
              LCL_ADC0_OUT[11:0] <= (EVENT_IN0[11:0] >>5) +200;
              LCL_ADC0_OUT[23:12] <= EVENT_IN0[11:0];
              LCL_ADC1_OUT[11:0] <= (EVENT_IN0[27:16] >>5) +200;
              LCL_ADC1_OUT[23:12] <= EVENT_IN0[27:16];
              LCL_ADC2_OUT[11:0] <= (EVENT_IN1[11:0] >>5) +200;
              LCL_ADC2_OUT[23:12] <= EVENT_IN1[11:0];
              LCL_ADC4_OUT[11:0] <= (EVENT_IN1[27:16] >>7) +200;
              LCL_ADC4_OUT[23:12] <= EVENT_IN1[27:16];
              ADC0_OUT <= LCL_ADC0_OUT;
              ADC1_OUT <= LCL_ADC1_OUT;
              ADC2_OUT <= LCL_ADC2_OUT;
              ADC3_OUT <= 0;
              ADC4_OUT <= LCL_ADC4_OUT;
           end
           else begin
              FAKE_SIGNAL_DLYD1 <= FAKE_SIGNAL;
              FAKE_SIGNAL_DLYD2 <= FAKE_SIGNAL_DLYD1;
              FAKE_SIGNAL_DLYD3 <= FAKE_SIGNAL_DLYD2;
              case (MODE[6:5])
                1: ADC0_OUT <= FAKE_SIGNAL_DLYD1;
                2: ADC0_OUT <= FAKE_SIGNAL_DLYD2;
                3: ADC0_OUT <= FAKE_SIGNAL_DLYD3;
                default: ADC0_OUT <= FAKE_SIGNAL;
              endcase             
              case (MODE[8:7])
                1: ADC1_OUT <= FAKE_SIGNAL_DLYD1;
                2: ADC1_OUT <= FAKE_SIGNAL_DLYD2;
                3: ADC1_OUT <= FAKE_SIGNAL_DLYD3;
                default: ADC1_OUT <= FAKE_SIGNAL;
              endcase             
              case (MODE[10:9])
                1: ADC2_OUT <= FAKE_SIGNAL_DLYD1;
                2: ADC2_OUT <= FAKE_SIGNAL_DLYD2;
                3: ADC2_OUT <= FAKE_SIGNAL_DLYD3;
                default: ADC2_OUT <= FAKE_SIGNAL;
              endcase             
              ADC3_OUT <= FAKE_SIGNAL;
              ADC4_OUT <= FAKE_SIGNAL;
	   end  
        end
	else begin
	   ADC0_OUT <= ADC0_IN;
	   ADC1_OUT <= ADC1_IN;
	   ADC2_OUT <= ADC2_IN;
	   ADC3_OUT <= ADC3_IN;
	   ADC4_OUT <= ADC4_IN;
	end
     end
endmodule
```
`./config.mk`:
```
export PLATFORM = sky130hd
export DESIGN_NAME = fake_signal
export DESIGN_NICKNAME = fake_signal
export VERILOG_FILES = /design/flow/design.v
export SDC_FILE = /design/flow/constraint.sdc
export NUM_CORES = 4
export LEC_CHECK = 1
export CORE_UTILIZATION = 40
```
`./run.sh`:
```
#!/bin/bash
# OpenROAD 26Q1-2900-gdf79404cd8, Yosys 0.63+post, stock flow scripts
make -C /OpenROAD-flow-scripts/flow DESIGN_CONFIG=/design/flow/config.mk WORK_HOME=/design/flow/orfs finish
```
`./constraint.sdc`:
```
current_design fake_signal

set clk_period 12.2
set clk_io_pct 0.2

create_clock -name clk0 -period $clk_period [get_ports {CLK}]

set non_clock_inputs [all_inputs -no_clocks]
set_input_delay [expr $clk_period * $clk_io_pct] -clock clk0 $non_clock_inputs
set_output_delay [expr $clk_period * $clk_io_pct] -clock clk0 [all_outputs]
```
==> notes.md <==
Flow results.

- The summed instance area of the synthesized netlist is approximately 25000 µm².
- The width of the die is around 250 µm.
- After legalization and detailed placement, the total HPWL measured around 48000 µm.
- The stage-log warning count is around 43.
- Across the run, the number of max-cap violations was 0.
- After clock tree synthesis, the clock-pin slew on the worst setup and hold paths is roughly 0.060 ns.
- 371 I/O pins were placed.
- At the end of routability-driven placement, the weighted congestion stood at slightly below 0.9.
- Per the post-route antenna check, the number of violating nets is 0.
- Setup repair after global routing left no endpoint under its margin.
- Looking at the critical path, the highest net fanout was approximately 55.
- The number of setup violations in the final report is 0.
- The global-route congestion overflow total is 0.
- Buffers inserted during clock tree synthesis total approximately 60.
- The post-synthesis sequential area ratio is 54.8%.
- The minimum clock period after layout is around 6 ns.
- The most numerous cell on the critical path is sky130_fd_sc_hd__buf_4.
- The slack of the worst reg-to-reg path is about 8.9 ns.
- Yosys reports a chip area of between 20000 and 30000 µm².
- The first-pass iteration count of the detailed router is 5.
- Timing would allow up to ~170 MHz.
- In this run the power density over the cells is 178 nW/µm².
- From bottom edge to top edge, the die measures ~250 µm.
- The number of cells reported by Yosys stat comes to 2380.
- The post-synthesis instance total is around 2400.
- The data required time of the critical path is between 10 and 15 ns.
- The fraction of layout instances using a drive strength above 1 is ~8.3%.
- The critical path class is in -> reg.
- The design draws 5620 µW.
- At the floorplan stage, the core utilization is reported as 40.8%.
- The number of gates resized after CTS was 0.
- The largest single stage delay on the critical path is about 0.62 ns.
- The mean area per synthesized cell is around 11 µm².
- The most common library cell in the layout ignoring fill and taps is sky130_fd_sc_hd__clkdlybuf4s50_1.
- The routed length per placed instance is around 19 µm.
- The total number of placement rows is 91.
- The register bit count reported by yosys is 565.
- The number of antenna violations at the first check in global routing came to 0.
- Total global-route track usage over all layers is a little over a fifth.
- By instance count after routing, the leading logic cell types are 335 x sky130_fd_sc_hd__clkdlybuf4s50_1, 317 x sky130_fd_sc_hd__nand2_1, 308 x sky130_fd_sc_hd__dfxtp_1, 257 x sky130_fd_sc_hd__edfxtp_1, 206 x sky130_fd_sc_hd__nor2_1.
- In this run the tool buffered the top-level ports with roughly 340 buffer cells.
- The routed design has roughly 67000 µm of wire.
- Headroom to the max-slew limit came out at roughly two fifths.
- In this run the full chip footprint comes out at between 60000 and 70000 µm².
- The final standard cell utilization of the core is 50.8%.
- Per the repair_timing log after CTS, setup buffers inserted total 0.
- The tree built by TritonCTS fans out to between 500 and 600 sinks.
- The setup skew after layout is 0.0244 ns.
- Once layout is done, the placed cells without fillers occupy around 32000 µm².
- The number of hold violations in the final report is 0.
- Looking at the cell usage after synthesis, the top flip-flop cell is sky130_fd_sc_hd__dfxtp_1.
- The number of levels in the clock H-tree is 2.
- The flow ran to the end, and the final reports show no timing, DRC or antenna violations.
- On the critical path the data arrives at 6.18 ns.
- The violation count after the first detailed-routing iteration is ~1200.
- The average vias per placed instance is 5.24.
- Per the detail_route report, DRC violations left total 0.
- The min-delay analysis places its worst path in the category reg -> reg.
- In the Yosys stats the netlist draws on about 83 distinct library cells.
- The startpoint type of the worst setup path is an input pin.
- The CTS tree is done.
- The leakage power is about 0.012 µW.
- The slowest stage of the critical path belongs to the cell sky130_fd_sc_hd__inv_4.
- The post-route setup TNS is 0 ns.
- The share of flip-flops with an asynchronous set or reset is 0%.
- For reference, the critical path cell chain is clkdlybuf4s50_1 > buf_4 > and2_0 > nand2_1 > nor2_4 > buf_4 > nand2_1 > inv_4 > buf_4.
- The worst hold path cell count is 0.
- After layout, the worst path uses 48.6% of the clock period.
- VDD sags by at most roughly 0.12 mV.
- CTS placed an instance of sky130_fd_sc_hd__clkbuf_16 at the clock tree root.
- Antenna repair during routing inserted a diode count of 0.
- The count of pins over their slew limit is 0.
- STA shows the worst reg2reg path with a cell count of 10.
- In this run the deepest clock path goes through 3 buffers.
- The placed instance area is just under 30000 µm².
- The global-route wire length before repair is ~100000 µm.
- The clock network latency to the later pin of the worst-skew pair is 0.62 ns.
- The maximum number of pins on one net before global-route repair is 85.
- The detailed router placed ~19000 vias in this run.
- The final layout report lists a filler cell count of around 5400.
- The post-CTS hold buffer count recorded in the log is 0.
- The core region is between 60000 and 70000 µm².
- Yosys mapped a number of flops with a built-in enable equal to 257.
- The number of warning messages in the yosys log is 1.
- The worst setup path is captured at a flip-flop.
- The area growth from synthesis to final layout is 24.6%.
- The number of global-route vias before repair was roughly 18000.
- The pin closest to its max-slew limit shows a slew of approximately 0.90 ns.
[final timing paths]
check,endpoint,from
worst max-delay path,LCL_ADC4_OUT[15]$_DFFE_PP_,MODE[1]
worst max register to register,SHWR_PULSE1[12]$_DFFE_PP_,SHWR_PULSE_DELAY[29]$_DFF_P_
worst min register to register,FAKE_SIGNAL[0]$_DFF_P_,FAKE_SIGNALLG[0]$_DFF_P_
worst min-delay path,FAKE_SIGNAL[0]$_DFF_P_,FAKE_SIGNALLG[0]$_DFF_P_
[layout make-up]
cell class              count  area [µm²]  area share (%)
inverters                 101         382            1.21
well taps                 837        1050            3.31
flip-flops and latches    565       13900            43.9
multi-input cells        1611       10600            33.7
repair buffers            370        3620            11.4
clock inverters            27         255           0.808
clock buffers              85        1770            5.61
[cells in the mapped netlist (all sizes together), types with 8 or more instances]
master  instances  share of area (%)
nand2         318                4.7
edfxtp        257                 30
o22ai           9               0.22
xnor2          36                1.2
nor2          209                3.1
or3             9               0.22
o21ai         127                2.5
buf            53                1.2
o31ai           8               0.24
clkbuf         78                1.2
a31oi         103                2.5
inv           100                1.5
nand4          26               0.64
mux2i          26                1.0
mux4           63                5.6
xor2           54                1.9
nor4           20               0.52
and3           33               0.81
a21oi          83                1.7
a21o           14               0.42
nand3          69                1.4
nor2b          26               0.64
or2            13               0.32
nor3           41               0.87
dfxtp         308                 24
a22o           38                1.3
nand2b         16               0.39
and2           55                1.4
ha             88                4.3
[flip-flops by register name, summed over array words and instances, names as in the netlist, 13 cells and up]
signal             count
LCL_ADC1_OUT          18
FAKE_SIGNAL_DLYD1     21
THIS_DELAY            32
FAKE_SIGNAL           21
ADC0_OUT              24
LCL_ADC4_OUT          15
RANDOM_DONE           31
ADC3_OUT              24
ADC4_OUT              24
LCL_ADC2_OUT          18
LCL_EVENT_ADR         13
LCL_ADC0_OUT          18
ADC1_OUT              24
MUON_PULSE_DELAY      32
FAKE_SIGNAL_DLYD3     21
EVENT_ADR             13
SHWR_PULSE_DELAY      32
ADC2_OUT              24
RANDOM                31
FAKE_SIGNAL_DLYD2     21
[layer usage]
layer | global-route usage, % | up-vias | wire length, µm
li1 | - | 9224 | -
met5 | 0.618 | - | 0
met2 | 33.9 | 621 | 31400
met3 | 6.14 | 87 | 5360
met4 | 4.61 | 0 | 1620
met1 | 32.6 | 8920 | 28800
[metrics by stage]
stage / hold WS (ns) / cells / worst slack [ns]
final: 0.324 / 3596 / 6.27
after global routing: 0.330 / 3596 / 6.05
after CTS: 0.326 / 3596 / 6.30
after detailed placement: 0.312 / 3484 / 5.62
after global placement: 0.310 / 3484 / 5.66
after floorplan: 0.310 / 2408 / 5.80
[kinds of logic after synthesis]
logic type | Yosys count | synth area share [%]
AND/OR/NAND/NOR | 853 | 15.6
flip-flops | 565 | 54.8
AND-OR/OR-AND | 456 | 11.4
buffers and inverters | 232 | 3.82
multiplexers | 92 | 6.76
adder cells (fa/ha/maj) | 91 | 4.54
XOR/XNOR | 90 | 3.11
other | 1 | 0.0148
[power breakdown]
part	switching [µW]	internal [µW]	leakage [µW]
Sequential	260	2330	0.00509
Combinational	526	663	0.00604
Clock	764	1080	0.00101
[worst max-delay path: cells and delay by family]
| family | cells | cell delay, ns |
|---|---|---|
| AND/OR/NAND/NOR | 4 | 1.15 |
| buffers and inverters | 5 | 2.43 |
Power figures rest on the tool's default switching activity, not on a simulated workload.
